==> design.v <==
module mux (
    input [31:0] mux0, mux1,
    input muxSignal,
    output reg [31:0] selected
);
    always @(*) begin
        case (muxSignal)
            1'b0 : selected = mux0;
            1'b1 : selected = mux1;
            default: selected = mux0;
        endcase
    end
endmodule
==> run.sh <==
#!/bin/bash
# OpenROAD 26Q1-2900-gdf79404cd8, Yosys 0.63+post, stock flow scripts
make -C /OpenROAD-flow-scripts/flow DESIGN_CONFIG=/design/flow/config.mk WORK_HOME=/design/flow/orfs finish
==> config.mk <==
export PLATFORM = sky130hd
export DESIGN_NAME = mux
export DESIGN_NICKNAME = mux
export VERILOG_FILES = /design/flow/design.v
export SDC_FILE = /design/flow/constraint.sdc
export NUM_CORES = 4
export LEC_CHECK = 1
export CORE_AREA = 10 10 70 70
export DIE_AREA = 0 0 80 80
==> constraint.sdc <==
current_design mux

set clk_period 1.0
set clk_io_pct 0.2

create_clock -name clk0 -period $clk_period

set non_clock_inputs [all_inputs -no_clocks]
set_input_delay [expr $clk_period * $clk_io_pct] -clock clk0 $non_clock_inputs
set_output_delay [expr $clk_period * $clk_io_pct] -clock clk0 [all_outputs]
==> qor.yml <==
dp_hpwl_um: 2408
setup_viol: 32
core_util_floorplan_pct: 15.93
yosysWarnings: 1
synth_cell_types: 4
end_kind: "primary output"
ir_worst_vdd_v: 0.0001853
die_w_um: 80
slew-limit-headroom_pct: 93.39
drt-total-wl_um: 2922
dpl.cell_count: 177
yosys.area.top_type: "mux2_4"
lay_top_cells: "dlygate4sd2_1, mux2_4, buf_6, buf_2, buf_16"
pre_cts_slack_ps: -496.1
violations: "negative setup slack"
synth.top_cell.area_share_pct: 82.76
seq_cells: 0
status: "complete, but fails checks"
firstDrtPassIters: 2
fp-row-count: 21
ff_latch_area_um2: 0
drv_slew: 0
fill_cells: 335
cp_data_arrival_time_ps: 900
startpoint: "muxSignal"
warnings: 34
final_area_um2: 1565
period_used_pct: 110.1
p_leak_nw: 0.8516
ys_area_um2: 544.3
holdCritStartpoint: "mux0[25]"
layoutNonFillerInstCount: 181
die_h_um: 80
drv_cap: 0
syn_area_um2: 544.3
port_buffers: 97
post_cts_buffers: 0
placed_cell_area_um2: 1536
finalHoldViolCount: 0
syn_to_final_growth_pct: 187.6
drive_gt1_share_pct: 52.59
fin_crit_ps: 1101
ys_cells: 36
syn_inst: 36
place_congestion: 0.7597
logic_area_um2: 480.5
nClkBuffers: 0
grt_pass1_wl_um: 4305
antenna_found_initial: 0
design.core.area_um2: 3416
io_pins: 97
num_vias: 720
hold_path_class: "in2out"
synth_area_per_cell_um2: 15.12
post_drt_wl_per_cell_um: 16.14
area_leaders: "mux2_4, buf_12, mux2_2"
drtIter0Drc: 3
grt_start_max_net_pins: 10
drcViolationCount: 0
die_area_um2: 6400
rsz0062_at_grt: "true"
first_global_vias: 811
p_per_area_nw_per_um2: 393.6
overflow: 0
track_usage_pct: 8.289
worst_pin_slew_ps: 99.16
critical_path_required_ps: 800
final_util_pct: 45.82
criticalPathCategory: "in2out"
setup_ws_ps: -100.8
cts_hold_buf: 0
fmax_ghz: 0.9085
viasPerCell: 3.978
antenna_left: 0
path_max_fanout: 6
ys_seq_share_pct: 0
final_common_cell: "dlygate4sd2_1"
start_kind: "input port"
antennaDiodeCount: 0
-- cell type report --
class / count / share of cell area [%]
Multi-Input combinational cell: 32 / 30.70
Timing Repair Buffer: 103 / 65.63
Tap cell: 46 / 3.677
-- synth_stat cells (all sizes together) --
cell	count
mux2	32
buf	4
-- final timing paths --
check                           to  slack [ps]  cells after the start
worst max-delay path  selected[26]        -100                      4
worst min-delay path  selected[25]         790                      3
-- kinds of logic (layout without fill, tap and decap cells) --
family | after synthesis | count (layout) | share of synthesized area [%]
buffers and inverters | 4 | 103 | 13.10
multiplexers | 32 | 32 | 86.90
-- metal layers --
layer	vias up	wire [um]	track usage (%)
li1	342	-	-
met4	0	21	0.7042
met5	-	0	0
met3	2	278	2.500
met1	323	1188	10.55
met2	53	1432	13.88
-- power by group --
part / leakage [nW] / switching, mW / internal (mW)
combinational: 0.852 / 0.138 / 0.478
clock: 0 / 0 / 0
sequential: 0 / 0 / 0
total: 0.852 / 0.138 / 0.478
-- metrics by stage --
step	setup TNS, ps	hold WS, ps	total power [mW]
after floorplan	0	497.7	0.2063
after global placement	-15260	1331	0.6539
after detailed placement	-15300	1328	0.6564
after CTS	-2586	800.4	0.5934
after global routing	-3262	806.7	0.6619
final	-2638	794.2	0.6161
-- critical path, stage by stage --
cell,delay [ps]
buf_16,130
clkbuf_16,160
mux2_4,300
buf_6,110
-- repair_timing --
item,4_1_cts,5_1_grt
cloned,3,1
setup endpoints to repair,32,32
resized,186,6
Power and IR drop assume default switching activity.
