<file path="flow/config.mk">
export PLATFORM = sky130hd
export DESIGN_NAME = alu
export DESIGN_NICKNAME = alu
export VERILOG_FILES = /design/flow/design.v
export SDC_FILE = /design/flow/constraint.sdc
export NUM_CORES = 4
export LEC_CHECK = 1
export CORE_AREA = 10 10 70 70
export DIE_AREA = 0 0 80 80
</file>
<file path="flow/run.sh">
#!/bin/bash
# OpenROAD 26Q1-2900-gdf79404cd8, Yosys 0.63+post, stock flow scripts
make -C /OpenROAD-flow-scripts/flow DESIGN_CONFIG=/design/flow/config.mk WORK_HOME=/design/flow/orfs finish
</file>
<file path="flow/constraint.sdc">
current_design alu

set clk_period 2.4
set clk_io_pct 0.2

create_clock -name clk0 -period $clk_period

set non_clock_inputs [all_inputs -no_clocks]
set_input_delay [expr $clk_period * $clk_io_pct] -clock clk0 $non_clock_inputs
set_output_delay [expr $clk_period * $clk_io_pct] -clock clk0 [all_outputs]
</file>
<file path="flow/design.v">
module alu(input signed [3:0] a,
           input signed [3:0] b,
           input [2:0] s,
           output reg signed [3:0] y);
    reg signed [3:0] _add;
    reg signed [3:0] _sub;
    reg [3:0] addOut;
    reg [3:0] subOut;
    reg [3:0] notB = ~b + 1;
    reg signed [3:0] _gt;
    reg signed [3:0] _eql;
    fullAdder F1(a[0], b[0], 0, _add[0], addOut[0]);
    fullAdder F2(a[1], b[1], addOut[0], _add[1], addOut[1]);
    fullAdder F3(a[2], b[2], addOut[1], _add[2], addOut[2]);
    fullAdder F4(a[3], b[3], addOut[2], _add[3], addOut[3]);
    fullAdder F5(a[0], notB[0], 0, _sub[0], subOut[0]);
    fullAdder F6(a[1], notB[1], subOut[0], _sub[1], subOut[1]);
    fullAdder F7(a[2], notB[2], subOut[1], _sub[2], subOut[2]);
    fullAdder F8(a[3], notB[3], subOut[2], _sub[3], subOut[3]);
    always @(a, b, s) begin
        if (a > b) begin
            _gt = 1;
        end else begin
            _gt = 0;
        end
    end
    always @(a, b, s) begin
        if (a == b) begin
            _eql = 1;
        end else begin
            _eql = 0;
        end
    end
    always @(a, b, s) begin
        case (s)
            3'b000 : y = _add;
            3'b001 : y = _sub;
            3'b010 : y = ~a;
            3'b011 : y = a & b;
            3'b100 : y = a | b;
            3'b101 : y = a ^ b;
            3'b110 : y = _gt;
            3'b111 : y = _eql;
            default: y = a + b;
        endcase
    end
endmodule
module fullAdder(a, b, cin, S, cout);
input a, b, cin;
output S, cout;
wire x1_, a1_, a2_;
xor x1(x1_, a, b);
and a1(a1_, a, b);
xor x2(S, x1_, cin);
and a2(a2_, x1_, cin);
or o1(cout, a1_, a2_);
endmodule
</file>
==> flow_summary.json <==
{
  "hp-class": "in -> out",
  "wl_um": 1550,
  "place_inst": 154,
  "common_cells": "inv_1 (15), ha_1 (13), a21oi_1 (5), nor2_1 (5)",
  "drc_errors": 0,
  "drv_slew": 0,
  "ff_count": 0,
  "worst_slew_pin_slew_ns": 0.207,
  "required_ns": 1.92,
  "ys_types": 24,
  "ys_cells": 72,
  "netlist_instances": 72,
  "antenna_left": 0,
  "cp.arrival_ns": 2.38,
  "chipWidth_um": 80,
  "synth.largest_area_cell": "ha_1",
  "wl_per_cell_um": 9.98,
  "clkbuf_count": 0,
  "crit_path_end_kind": "output pin",
  "post-route-period-util_pct": 119,
  "chipArea_um2": 6400,
  "gp_congestion": 0.835,
  "utilization_pct": 31.8,
  "synthTopLogicFamily": "adder cells",
  "portBuffers": 15,
  "synthAdderAreaFrac_pct": 41.4,
  "ios": 15,
  "drt-pass1-iter-count": 4,
  "grt_first_pass_wirelength_um": 2870,
  "worstHoldStart": "a[1]",
  "initial_utilization_pct": 17.2,
  "avgSynthCellArea_um2": 8.15,
  "dp_hpwl_um": 1350,
  "drive_gt1_share_pct": 57.8,
  "viasPerCell": 3.89,
  "yosys_area_um2": 587,
  "area_growth_pct": 84.9,
  "crit_path_start": "b[1]",
  "simple_gate_share_pct": 12.4,
  "core_area_um2": 3420,
  "first_global_vias": 640,
  "rsz0062_at_grt": "true",
  "yosys_warnings": 17,
  "num_antenna_cells": 0,
  "warnings": 43,
  "dr_total_vias": 603,
  "aoi_share_pct": 17.7,
  "p_leak_nw": 0.499,
  "layout_setup_ws_ns": -0.463,
  "cap_violations": 0,
  "slew_headroom_pct": 86.1,
  "violations": "setup timing",
  "seq_area_frac_synth_pct": 0,
  "drtIter0Drc": 10,
  "antenna_found_initial": 0,
  "setup_viol": 3,
  "synth_top_area_share_pct": 27.7,
  "syn_area_um2": 587,
  "fin_setup_tns_ns": -0.905,
  "postCtsHoldBufs": 0,
  "finalHoldViolations": 0,
  "ir_drop_mv": 0.0507,
  "finalNonFillerCells": 155,
  "track_usage_pct": 5.20,
  "die_h_um": 80,
  "yosysMostFrequentCell": "inv_1",
  "cp-start-kind": "primary input",
  "p_per_area_nw_per_um2": 185,
  "crit_type": "in -> out",
  "grt_start_max_net_pins": 10,
  "fmax_ghz": 0.349,
  "finalCriticalPeriod_ns": 2.86,
  "gr-total-overflow": 0,
  "fp-row-count": 21,
  "crit_fanout": 2,
  "outcome": "complete, but fails checks",
  "synth.area.top_cells": "ha_1 (28%), fa_1 (14%), inv_1 (9.6%)",
  "seqCellArea_um2": 0,
  "ys_sh_xor_pct": 8.32,
  "synthMuxAreaShare_pct": 7.68
}
## where the power goes
part           switching (mW)  internal [mW]  total [mW]
combinational          0.0831          0.118       0.201
clock                       0              0           0
sequential                  0              0           0
total                  0.0831          0.118       0.201
## through the flow
stage | hold slack [ns] | power [mW] | setup slack [ns] | area [um^2]
finish | 1.53 | 0.201 | -0.463 | 1080
global route | 1.61 | 0.227 | -0.525 | 1080
CTS | 1.56 | 0.200 | -0.558 | 1070
detailed placement | 2.09 | 0.193 | -1.37 | 1000
global placement | 2.12 | 0.190 | -1.37 | 1000
floorplan | 1.14 | 0.0939 | -0.163 | 627
## placed cells by master (no fill, tap or decap), drive strengths merged
cell,netlist,layout
o21ba,1,1
xnor3,1,1
buf,1,35
dlymetal6s2s,0,1
nor2,5,5
nand2,1,1
clkdlybuf4s50,0,2
a211oi,1,1
nand2b,2,2
o22ai,3,3
a21oi,5,5
ha,13,13
inv,15,15
a2bb2oi,1,1
nand4,1,1
o221a,1,1
fa,4,4
a31oi,2,2
nor3,4,4
clkbuf,3,3
or4,1,1
o21ai,2,2
xnor2,3,3
mux4,2,2
## area by class of cell
cell class | instances | area, um^2
fillers | 356 | 2330
multi-input cells | 53 | 599
repair buffers | 41 | 337
inverters | 15 | 91.3
well taps | 46 | 57.6
## metal layers
layer,track usage (%),wire (um),share of wire (%),up-vias
li1,-,-,-,322
met1,7.17,698,45,273
met2,8.99,779,50,8
met3,0.568,68,4.4,0
met4,0,0,0,0
met5,0,0,0,-
## worst paths after layout
check / endpoint / cells after the start
worst max-delay path: y[2] / 11
worst min-delay path: y[1] / 6
## kinds of logic after synthesis
family          Yosys count
xor+xnor                  4
fa+ha+maj                17
simple gates             14
compound gates           16
buf+inv                  19
mux                       2
## critical path, stage by stage
cell	delay (ns)
buf_8	0.10
inv_12	0.03
ha_4	0.25
inv_2	0.03
fa_2	0.32
inv_2	0.06
fa_2	0.41
mux4_2	0.46
inv_2	0.06
o22ai_1	0.07
buf_2	0.12
## what timing repair did
action | 4_1_cts | 5_1_grt
setup endpoints to repair | 4 | 4
buffers inserted | 3 | 2
resized | 58 | 20
pin swaps | 12 | 9
Power and IR drop assume default switching activity.
