==> design/flow/design.v <==
module registerfile (
    input [4:0] read1, read2, write,
    input [31:0] writeData,
    input clk, regWrite,
    output [31:0] data1, data2
);
    reg [31:0] registers[31:0];
    integer i;
    initial begin
        for (i = 0;i < 32;i+=1) begin
            registers[i] = 0;
        end
    end
    always @(posedge clk) begin
        if (regWrite) begin
            registers[write] <= writeData;
        end
    end
    assign data1 = registers[read1];
    assign data2 = registers[read2];
endmodule
==> design/flow/run.sh <==
#!/bin/bash
# OpenROAD 26Q1-2900-gdf79404cd8, Yosys 0.63+post, stock flow scripts
make -C /OpenROAD-flow-scripts/flow DESIGN_CONFIG=/design/flow/config.mk WORK_HOME=/design/flow/orfs finish
==> design/flow/config.mk <==
export PLATFORM = sky130hd
export DESIGN_NAME = registerfile
export DESIGN_NICKNAME = registerfile
export VERILOG_FILES = /design/flow/design.v
export SDC_FILE = /design/flow/constraint.sdc
export NUM_CORES = 4
export LEC_CHECK = 1
export CORE_UTILIZATION = 30
==> design/flow/constraint.sdc <==
current_design registerfile

set clk_period 5.1
set clk_io_pct 0.2

create_clock -name clk0 -period $clk_period [get_ports {clk}]

set non_clock_inputs [all_inputs -no_clocks]
set_input_delay [expr $clk_period * $clk_io_pct] -clock clk0 $non_clock_inputs
set_output_delay [expr $clk_period * $clk_io_pct] -clock clk0 [all_outputs]
==> deck_impl_summary.md <==
Flow Results at a Glance

Global routing
  • Initial antenna violation count: 11
  • GRT overflow: 0
  • Largest net degree at the start of global routing: 77
  • GRT Util Overall: 0.199
  • Vias in the first global route: 32115
  • First-pass GRT wire length: 224 mm

Die
  • Pre-Place Util: 0.303
  • Cell Rows: 147
  • Die width: 405 um
  • Ports: 113
  • Die height: 405 um
  • Die ar.: 164000 um2
  • Placeable Area: 161000 um2

Job
  • OpenROAD warning count: 26
  • Max Cap Viol: 0

Drt
  • Antenna Nets Post-Route: 0
  • Final Routed Wirelength: 156 mm
  • Initial DRC count: 1938
  • Via density: 5.41
  • DR DRC count: 0
  • 1st-pass router iterations: 7
  • Post-DR wirelength/cell: 26.9 um
  • Via count: 31316

Synthesis
  • Synthesized area: 48800 um2
  • # Cells Yosys: 3386
  • Post-synthesis cell count: 3386
  • Avg Inst Size Synth: 14.4 um2
  • Distinct cells, synth: 23
  • Max-area cell share: 0.630
  • Post-synth seq share: 0.630
  • Top cells by area: edfxtp_1 63%, mux2i_1 21%, a22oi_1 3.0%
  • FF+latch count, synth: 1024
  • Synthesis area per yosys: 48800 um2
  • Post-synth top area cell: edfxtp_1
  • Syn. warnings: 1

Worst setup path
  • CP peak stage delay: 0.73 ns
  • CP cell instances: clkdlybuf4s50_1 > nor2b_4 > buf_4 > buf_4 > a22o_1 > nor3_1 > a31oi_1 > nand3_1 > clkdlybuf4s50_1
  • Buf/Inv on CP: 4
  • Worst Path Required: 4.08 ns
  • Cell family with most CP delay: buffers and inverters
  • Critical path peak fanout: 14
  • Arrival time worst endpoint: 3.89 ns
  • Critical path endpoint category: primary output
  • Critical path class: input port to primary output
  • CP max stage cell: clkdlybuf4s50_1
  • Type of origin of the critical path: input port

Final timing
  • Slew headroom: 0.437
  • Max Fclk: 204 MHz
  • Unrepaired setup endpoints after global routing: false
  • Worst Max-Slew Pin Slew: 0.843 ns
  • Fin crit share: 0.962
  • Final hold viol count: 0
  • Setup violators final: 0
  • Setup TNS: 0 ns
  • Min Clock Period, post-route: 4.91 ns
  • Slew Limit Fails: 0

Hold path
  • Hold Path Class: input port to flop
  • Hold endpoint: registers[6][25]
  • Hold_sp: writeData[25]
  • Hold path cells: 2

Power and ir drop
  • Worst VDD drop: 253 uV
  • Pwr Density: 325 nW/um2
  • Leak: 20.6 nW

Placed design
  • Port Buffers: 112
  • DP HPWL: 91.3 mm
  • Inst Count DP: 5601
  • RD Place Congestion: 0.875

Clocking
  • CTS Sinks: 1024
  • Clock Path Buffers: 3
  • Clk slew on worst S/H paths: 0.06 ns
  • CTS tree: built
  • Root Buffer: clkbuf_16
  • H-tree Lvls: 3
  • Hold_buf cts: 0
  • Post CTS Setup Buffer Count: 0
  • Total CTS buffers: 101
  • Post-CTS Resized: 0

Cells and area
  • FF+latch area: 30700 um2
  • Most common logic cells in the final layout: 1024 x mux2i_1, 1024 x edfxtp_1, 194 x nand3_1
  • Logic cell area: 16800 um2
  • Regs by FF count: registers x1024
  • Max FFs per register: 1024
  • Reg with most FFs: registers
  • Area grow syn2layout: 16.8%
  • Fillers: 15093
  • Layout cells sized above 1: 0.107
  • Post-route insts no fill: 5788

Outcome
  • Outcome: finished clean
[cell usage after synthesis, drive strengths merged]
master / instances
a21oi: 192
a22oi: 192
or3b: 3
a31oi: 64
or3: 1
nand3: 194
mux2i: 1024
and2: 2
nor3: 64
or2: 2
buf: 163
a22o: 128
nor2: 35
nor2b: 4
nand2b: 4
edfxtp: 1024
nand3b: 5
clkbuf: 90
nand2: 195
[cells by family (layout without fill, tap and decap cells)]
logic type	count (synthesis)	count (layout)	synth area share
muxes	1024	1024	0.210
buffers and inverters	253	491	0.0321
and+or+nand+nor	509	509	0.0471
AOI/OAI and AO/OA	576	576	0.0804
other	0	4	0
DFF	1024	1024	0.630
[final cells by class]
type,instances,area share
flip-flops and latches,1024,0.540
multi-input cells,2109,0.294
repair buffers,308,0.0621
well taps,2160,0.0474
clock buffers,124,0.0466
clock inverters,59,0.00955
diodes,4,0.000176
[routing by layer]
| layer | routed length, um | share of wire | track usage | up-vias |
|---|---|---|---|---|
| li1 | - | - | - | 13732 |
| met1 | 56000 | 0.36 | 0.241 | 15479 |
| met2 | 71700 | 0.46 | 0.300 | 1776 |
| met3 | 22500 | 0.14 | 0.124 | 315 |
| met4 | 5510 | 0.035 | 0.0546 | 14 |
| met5 | 78 | 0.00050 | 0 | - |
[power by group]
group	total, W	switching, W	leakage, nW	internal (W)
registers	0.00940	0.0000397	9.22	0.00936
logic	0.00182	0.00110	9.83	0.000723
clock network	0.00731	0.00321	1.56	0.00410
[metrics by stage]
step | total power [W] | instance area [um2] | worst slack [ns] | utilization | hold slack, ns
finish | 0.0185 | 57000 | 0.192 | 0.354 | 1.13
global route | 0.0191 | 57000 | 0.0680 | 0.354 | 1.13
CTS | 0.0187 | 57000 | 0.145 | 0.354 | 1.08
detailed placement | 0.0114 | 53800 | 0.146 | 0.334 | 1.85
global placement | 0.0114 | 53800 | 0.131 | 0.334 | 1.85
floorplan | 0.0105 | 48800 | 1.65 | - | 1.12
[worst max path at each step]
stage	startpoint	to	slack, ns	cells after the start
after CTS	read2[2]	data2[3]	0.15	9
after global routing	read2[2]	data2[11]	0.07	9
final	read2[2]	data2[6]	0.19	9
Power figures rest on the tool's default switching activity, not on a simulated workload.
